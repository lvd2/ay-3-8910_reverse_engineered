$ cat ./run.sh
#!/bin/bash
# OpenROAD 26Q1-2900-gdf79404cd8, Yosys 0.63+post, stock flow scripts
make -C /OpenROAD-flow-scripts/flow DESIGN_CONFIG=/design/flow/config.mk WORK_HOME=/design/flow/orfs finish
$ cat ./config.mk
export PLATFORM = sky130hd
export DESIGN_NAME = aytab
export DESIGN_NICKNAME = aytab
export VERILOG_FILES = /design/flow/design.v
export SDC_FILE = /design/flow/constraint.sdc
export NUM_CORES = 4
export LEC_CHECK = 1
export CORE_AREA = 10 10 70 70
export DIE_AREA = 0 0 80 80
$ cat ./constraint.sdc
current_design aytab

set clk_period 1.0
set clk_io_pct 0.2

create_clock -name clk0 -period $clk_period

set non_clock_inputs [all_inputs -no_clocks]
set_input_delay [expr $clk_period * $clk_io_pct] -clock clk0 $non_clock_inputs
set_output_delay [expr $clk_period * $clk_io_pct] -clock clk0 [all_outputs]
$ cat ./design.v
module aytab
(
	input  wire [ 3:0] in,
	output wire [15:0] out
);
	wire [15:0] tbl [0:15];
	assign tbl[ 0] = 16'h0000;
	assign tbl[ 1] = 16'h0290;
	assign tbl[ 2] = 16'h03B0;
	assign tbl[ 3] = 16'h0560;
	assign tbl[ 4] = 16'h07E0;
	assign tbl[ 5] = 16'h0BB0;
	assign tbl[ 6] = 16'h1080;
	assign tbl[ 7] = 16'h1B80;
	assign tbl[ 8] = 16'h2070;
	assign tbl[ 9] = 16'h3480;
	assign tbl[10] = 16'h4AD0;
	assign tbl[11] = 16'h5F70;
	assign tbl[12] = 16'h7E10;
	assign tbl[13] = 16'hA2A0;
	assign tbl[14] = 16'hCE40;
	assign tbl[15] = 16'hFFFF;
	assign out = tbl[in];
endmodule
==> qor.txt <==
CP peak stage delay -> 170 ps
Minimum clock period -> 1240 ps
OpenROAD warnings -> 34
DR DRC count -> 0
Crit Path Max Fanout -> 5
Yosys chip area -> 295 um2
Compound Share, Synth -> 37.3%
Combinational share of power -> 100.0%
Initial antenna violation count -> 0
Crit path max-delay family -> buffers and inverters
Worst EP arrival -> 1040 ps
Dpl hpwl -> 864 um
RSZ-0062 raised after global routing -> yes
Fin cells -> 134
Cell taking the most area after synthesis -> buf_4
Share of cells above drive strength 1 -> 85.2%
Yosys cell count -> 43
Synth top area share -> 12.7%
Simple share -> 29.7%
Post-Synthesis Cells -> 43
Area fraction in xor and xnor cells -> 11.4%
Worst setup margin -> -236 ps
Final Hold Viols -> 0
Area of the die -> 6400 um2
Overall Global Routing Usage -> 5.02%
Switch share -> 40.1%
Slew headroom -> 86.3%
Clock buffer cells -> 0
Max layer used -> met3
Drt pass-1 iters -> 2
Post-synthesis average cell area -> 6.87 um2
First-pass GRT wire length -> 2.73 mm
Buffer-and-inverter tally for the worst setup path -> 4
Slowest-stage cell, CP -> a211oi_2
Status -> complete, but fails checks
Seq cells -> 0
Die height -> 80 um
Final core utilization -> 27.3%
PwrDens -> 449 nW/um2
WP data required -> 800 ps
Core area -> 3420 um2
Placed Instances -> 113
Port Buffer Count -> 20
Yosys warning tally -> 1
Die boundary width -> 80 um
Fill cell count -> 345
Area growth, synth to finish -> 215%
Met3 WL -> 116 um
Worst setup path class -> in2out
Total Wirelength -> 1.72 mm
Gpl congestion -> 0.815
Hold Buf Count CTS -> 0
Largest net degree at the start of global routing -> 7
Leak -> 0.428 nW
Final setup fails -> 15
Distinct lib cells used -> 23
# diodes -> 0
Pins Over Slew Limit -> 0
Reg power frac -> 0%
Part of the Yosys area used for sequential elements -> 0%
Max VDD drop -> 79.8 uV
Drt initial violations -> 16
CP cell instances -> buf_12 -> buf_8 -> buf_6 -> nor2_4 -> nor3b_4 -> a211oi_2 -> buf_2
Clock share of power -> 0%
Fmax -> 809 MHz
Wl on met1 -> 731 um
Internal Power -> 0.250 mW
Slew at the pin with the worst max-slew slack -> 205 ps
Vias in the first global route -> 537
Sw Pwr -> 0.168 mW
Element type at the critical path start -> primary input
Routed wl met2 -> 869 um
Max_cap viols -> 0
IO Count -> 20
Netlist Area Pre-Place -> 295 um2
Synth top area cells -> buf_4 13%, buf_6 7.6%, nor2_1 6.4%
Logic family by area -> AND-OR/OR-AND gates
Remaining global-route overflow -> 0
Yosys adder share -> 0%
Detailed-route via count -> 494
FP Rows -> 21
Core Density at Floorplan -> 8.64%
Hold Path Class -> in2out
Mux area share -> 0%
Final Cycle Share -> 124%
Reg area -> 0 um2
CP Capture Type -> output port
Antenna viol nets, final -> 0
Avg WL per Cell -> 12.8 um
Failing checks -> setup timing
Drt via density -> 3.69
-- power by group through the flow --
stage | Combinational, mW | Sequential (mW) | Clock, mW
finish | 0.418 | 0 | 0
global route | 0.443 | 0 | 0
CTS | 0.373 | 0 | 0
-- routing by layer --
metal	track usage, %	vias up
met2	9.63	15
met4	0.352	0
met5	0	-
met1	5.76	239
met3	0.909	0
li1	-	240
-- worst paths after layout --
path | from | endpoint | slack, ps | cells past startpoint
max | in[1] | out[5] | -240 | 7
min | in[1] | out[13] | 770 | 4
-- synth_stat cells, types with 2 or more instances --
library cell	instances
buf_4	5
buf_6	2
a22oi_1	2
o21a_1	2
nor2b_1	2
xor2_1	2
nand2_1	4
nand2b_1	2
nor2_1	5
a21oi_1	3
nor2_2	2
-- final cells by class --
type	count	area, um2	share of cell area, %
timing repair buffer	52	497	53.4
multi-input combinational	35	373	40.1
tap	46	57.6	6.18
inverter	1	3.75	0.403
-- what timing repair did --
item	CTS	global route
setup buffers	19	1
pin swaps	18	10
gates resized	118	13
cloned	1	0
setup endpoints to repair	16	16
-- cell families after synthesis --
| family | Yosys count |
|---|---|
| AOI/OAI and AO/OA | 15 |
| xor gates and xnor gates | 3 |
| buffers and inverters | 8 |
| and+or+nand+nor | 17 |
-- stage by stage --
stage | setup TNS [ps] | instance area (um2) | power, mW | setup slack, ps | hold WS [ps]
2_1_floorplan | 0 | 295 | 0.101 | 123 | 472
3_3_place_gp | -14570 | 576 | 0.250 | -970 | 1510
3_5_place_dp | -14650 | 576 | 0.250 | -997 | 1510
4_1_cts | -1790 | 890 | 0.373 | -175 | 779
5_1_grt | -2450 | 931 | 0.443 | -260 | 785
6_report | -1990 | 931 | 0.418 | -236 | 770
-- cells in the final DEF (no fill, tap or decap), drive strengths merged, types with 2 or more instances in the layout --
master,n
a22oi,2
buf,47
xor2,3
nor2,7
nand2,4
dlygate4sd2,2
a211oi,2
nand2b,2
o21a,2
clkbuf,2
nor2b,3
a21oi,4
Power figures rest on the tool's default switching activity, not on a simulated workload.
